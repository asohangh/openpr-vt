==> design.v <==
`timescale 1ns / 1ps
module iic_controller(clock, reset, sda, scl);
  input  clock;
  input  reset;
  inout  sda;
  inout  scl;
  parameter clk_rate_mhz         = 200,
            sck_period_us        = 30,
            transition_cycle     = (clk_rate_mhz * sck_period_us) / 2,
            transition_cycle_msb = 11;
  localparam idle         = 3'd0,
             init         = 3'd1,
             start        = 3'd2,
             clk_fall     = 3'd3,
             setup        = 3'd4,
             clk_rise     = 3'd5,
             wait_state   = 3'd6,
             start_bit    = 1'b1,
             slave_addr   = 7'b1110110,
             slave_addr_0 = 7'h4c,
             ack          = 1'b1,
             write        = 1'b0,
             reg_addr0   = 8'h49,
             data0       = 8'hc0,
             reg_addr1   = 8'h21,
             data1       = 8'h09,
             reg_addr2   = 8'h33,
             data2a      = 8'h06,
             data2b      = 8'h08,
             reg_addr3   = 8'h34,
             data3a      = 8'h26,
             data3b      = 8'h16,
             reg_addr4   = 8'h36,
             data4a      = 8'ha0,
             data4b      = 8'h60,
             reg_addr_0  = 8'h1e,
             data_0      = 8'ha4,
             reg_addr_1  = 8'h1f,
             data_1      = 8'h14,
             reg_addr_2  = 8'h20,
             data_2      = 8'h01,
             reg_addr_3  = 8'h05,
             data_3      = 8'h40,
             reg_addr_4  = 8'h06,
             data_4      = 8'h00,
             reg_addr_5  = 8'h07,
             data_5      = 8'h40,
             reg_addr_6  = 8'h08,
             data_6      = 8'h00,
             reg_addr_7  = 8'h09,
             data_7      = 8'h40,
             reg_addr_8  = 8'h0a,
             data_8      = 8'h00,
             reg_addr_9  = 8'h1b,
             data_9      = 8'h33,
             reg_addr_10 = 8'h0b,
             data_10     = 8'h02,
             reg_addr_11 = 8'h0c,
             data_11     = 8'h00,
             reg_addr_12 = 8'h0d,
             data_12     = 8'h02,
             reg_addr_13 = 8'h0e,
             data_13     = 8'h00,
             reg_addr_14 = 8'h0f,
             data_14     = 8'h02,
             reg_addr_15 = 8'h10,
             data_15     = 8'h00,
             reg_addr_16 = 8'h18,
             data_16     = 8'h00,
             reg_addr_17 = 8'h12,
             data_17     = 8'h80,
             reg_addr_18 = 8'h01,
             data_18     = 8'h32,
             reg_addr_19 = 8'h02,
             data_19     = 8'h00,
             reg_addr_20 = 8'h03,
             data_20     = 8'h48,
             reg_addr_21 = 8'h04,
             data_21     = 8'ha0,
             reg_addr_22 = 8'h12,
             data_22     = 8'h10,
             reg_addr_23 = 8'h13,
             data_23     = 8'h60,
             reg_addr_24 = 8'h14,
             data_24     = 8'h10,
             reg_addr_25 = 8'h19,
             data_25     = 8'h04,
             reg_addr_26 = 8'h1a,
             data_26     = 8'h1a,
             stop_bit       = 1'b0,
             sda_buffer_msb = 27;
  reg                          sda_out;
  reg                          scl_out;
  reg [transition_cycle_msb:0] cycle_count;
  reg [2:0]                    c_state;
  reg [2:0]                    n_state;
  reg [4:0]                    write_count;
  reg [31:0]                   bit_count;
  reg [sda_buffer_msb:0]       sda_buffer;
  wire transition;
  always @(posedge clock) begin
    if (reset || c_state == idle) begin
      sda_out <= 1'b1;
      scl_out <= 1'b1;
    end
    else if (c_state == init && transition) begin 
      sda_out <= 1'b0;
    end
    else if (c_state == setup) begin
      sda_out <= sda_buffer[sda_buffer_msb];
    end
    else if (c_state == clk_rise && cycle_count == transition_cycle/2 && bit_count == sda_buffer_msb) begin
      sda_out <= 1'b1;
    end
    else if (c_state == clk_fall) begin
      scl_out <= 1'b0;
    end
    else if (c_state == clk_rise) begin
      scl_out <= 1'b1;
    end
  end
  assign sda = sda_out;
  assign scl = scl_out;
  always @(posedge clock) begin
    if (reset) begin
      sda_buffer  <= {slave_addr,write,ack,reg_addr0,ack,data0,ack,stop_bit};
      cycle_count <= 0;
    end
    else if (c_state == setup && cycle_count == transition_cycle) begin
      sda_buffer   <= {sda_buffer[sda_buffer_msb-1:0],1'b0};
      cycle_count  <= 0; 
    end
    else if (cycle_count == transition_cycle)
      cycle_count <= 0;
    else if (c_state == wait_state) begin
      case (write_count)
        0  : sda_buffer <= {slave_addr,write,ack,reg_addr1,ack,data1,ack,stop_bit};
        1  : sda_buffer <= {slave_addr,write,ack,reg_addr2,ack,data2b,ack,stop_bit};
        2  : sda_buffer <= {slave_addr,write,ack,reg_addr3,ack,data3b,ack,stop_bit};
        3  : sda_buffer <= {slave_addr,write,ack,reg_addr4,ack,data4b,ack,stop_bit};
        4  : sda_buffer <= {slave_addr_0,write,ack,reg_addr_0,ack,data_0,ack,stop_bit};
        5  : sda_buffer <= {slave_addr_0,write,ack,reg_addr_1,ack,data_1,ack,stop_bit};
        6  : sda_buffer <= {slave_addr_0,write,ack,reg_addr_2,ack,data_2,ack,stop_bit};
        7  : sda_buffer <= {slave_addr_0,write,ack,reg_addr_3,ack,data_3,ack,stop_bit};
        8  : sda_buffer <= {slave_addr_0,write,ack,reg_addr_4,ack,data_4,ack,stop_bit};
        9  : sda_buffer <= {slave_addr_0,write,ack,reg_addr_5,ack,data_5,ack,stop_bit};
        10 : sda_buffer <= {slave_addr_0,write,ack,reg_addr_6,ack,data_6,ack,stop_bit};
        11 : sda_buffer <= {slave_addr_0,write,ack,reg_addr_7,ack,data_7,ack,stop_bit};
        12 : sda_buffer <= {slave_addr_0,write,ack,reg_addr_8,ack,data_8,ack,stop_bit};
        13 : sda_buffer <= {slave_addr_0,write,ack,reg_addr_9,ack,data_9,ack,stop_bit};
        14 : sda_buffer <= {slave_addr_0,write,ack,reg_addr_10,ack,data_10,ack,stop_bit};
        15 : sda_buffer <= {slave_addr_0,write,ack,reg_addr_11,ack,data_11,ack,stop_bit};
        16 : sda_buffer <= {slave_addr_0,write,ack,reg_addr_12,ack,data_12,ack,stop_bit};
        17 : sda_buffer <= {slave_addr_0,write,ack,reg_addr_13,ack,data_13,ack,stop_bit};
        18 : sda_buffer <= {slave_addr_0,write,ack,reg_addr_14,ack,data_14,ack,stop_bit};
        19 : sda_buffer <= {slave_addr_0,write,ack,reg_addr_15,ack,data_15,ack,stop_bit};
        20 : sda_buffer <= {slave_addr_0,write,ack,reg_addr_16,ack,data_16,ack,stop_bit};
        21 : sda_buffer <= {slave_addr_0,write,ack,reg_addr_17,ack,data_17,ack,stop_bit};
        22 : sda_buffer <= {slave_addr_0,write,ack,reg_addr_18,ack,data_18,ack,stop_bit};
        23 : sda_buffer <= {slave_addr_0,write,ack,reg_addr_19,ack,data_19,ack,stop_bit};
        24 : sda_buffer <= {slave_addr_0,write,ack,reg_addr_20,ack,data_20,ack,stop_bit};
        25 : sda_buffer <= {slave_addr_0,write,ack,reg_addr_21,ack,data_21,ack,stop_bit};
        26 : sda_buffer <= {slave_addr_0,write,ack,reg_addr_22,ack,data_22,ack,stop_bit};
        27 : sda_buffer <= {slave_addr_0,write,ack,reg_addr_23,ack,data_23,ack,stop_bit};
        28 : sda_buffer <= {slave_addr_0,write,ack,reg_addr_24,ack,data_24,ack,stop_bit};
        29 : sda_buffer <= {slave_addr_0,write,ack,reg_addr_25,ack,data_25,ack,stop_bit};
        30 : sda_buffer <= {slave_addr_0,write,ack,reg_addr_26,ack,data_26,ack,stop_bit};
        default: sda_buffer <= 28'dx;
      endcase 
      cycle_count <= cycle_count + 1;
    end
    else
      cycle_count <= cycle_count + 1;
  end
  always @(posedge clock) begin 
    if (reset)
      write_count <= 5'd0;
    else if (c_state == wait_state && cycle_count == transition_cycle)
      write_count <= write_count + 1;
  end
  always @ (posedge clock) begin
    if (reset || (c_state == wait_state)) 
      bit_count <= 0;
    else if (c_state == clk_rise && cycle_count == transition_cycle)
      bit_count <= bit_count + 1;
  end
  always @ (posedge clock) begin
    if (reset)
      c_state <= init;
    else 
      c_state <= n_state;
  end
  assign transition = (cycle_count == transition_cycle);
  always @ (*) begin
    case (c_state) 
      idle: begin
        if (reset) n_state = init;
        else n_state = idle;
      end
      init: begin
        if (transition) n_state = start;
        else n_state = init;
      end
      start: begin
        if (reset) n_state = init;
        else if (transition) n_state = clk_fall;
        else n_state = start;
      end
      clk_fall: begin
        if (reset) n_state = init;
        else if (transition) n_state = setup;
        else n_state = clk_fall;
      end
      setup: begin
        if (reset) n_state = init;
        else if (transition) n_state = clk_rise;
        else n_state = setup;
      end
      clk_rise: begin
        if (reset) 
          n_state = init;
        else if (transition && bit_count == sda_buffer_msb) 
          n_state = wait_state;
        else if (transition)
          n_state = clk_fall;  
        else n_state = clk_rise;
      end
      wait_state: begin
        if (reset | (transition && write_count != 5'd28)) 
          n_state = init;
        else if (transition)
          n_state = idle;  
        else n_state = wait_state;
      end
      default: n_state = idle;     
    endcase
  end
endmodule
==> run.sh <==
#!/bin/bash
# OpenROAD 26Q1-2900-gdf79404cd8, Yosys 0.63+post, stock flow scripts
make -C /OpenROAD-flow-scripts/flow DESIGN_CONFIG=/design/flow/config.mk WORK_HOME=/design/flow/orfs finish
==> config.mk <==
export PLATFORM = sky130hd
export DESIGN_NAME = iic_controller
export DESIGN_NICKNAME = iic_controller
export VERILOG_FILES = /design/flow/design.v
export SDC_FILE = /design/flow/constraint.sdc
export NUM_CORES = 4
export LEC_CHECK = 1
export CORE_UTILIZATION = 40
==> constraint.sdc <==
current_design iic_controller

set clk_period 5.7
set clk_io_pct 0.2

create_clock -name clk0 -period $clk_period [get_ports {clock}]

set non_clock_inputs [all_inputs -no_clocks]
set_input_delay [expr $clk_period * $clk_io_pct] -clock clk0 $non_clock_inputs
set_output_delay [expr $clk_period * $clk_io_pct] -clock clk0 [all_outputs]
==> metrics.cfg <==
[clock_network]
clock_path_buffers = 2
post_cts_buffers = 0
cts_buffers = 9
clockRootBuffer = clkbuf_16
cts_resized = 0
cts_hold_buf = 0
h-tree-depth = 3
cts_num_sinks = 101

[synth]
ys_cells = 567
yosysUniqueCellTypes = 55
yosysSeqAreaShare_pct = 42.1
ys_chip_area_mm2 = 0.00480
synth_cells = 567
edf_count = 0
ys.flops = 101
synthArstFlopShare_pct = 0
synth.yosys.warnings = 1
ff_type = dfxtp_1
avgSynthCellArea_um2 = 8.47
syn-cell-area_mm2 = 0.00480

[outcome]
outcome = aborted with a tool error
error_line = [error] [KeplerFormal.cpp:679] Workflow failed: Iso has multiple drivers: .scl0, scl$_SDFFE_PP1P_.Q0
failed_stage = clock tree synthesis (4_1_cts)

[placement]
portBuffers = 1
dp_cells = 692
pre_cts_ws_ps = 2110
gp_congestion = 0.873
post-dp-hpwl_um = 7080

[die]
io_pins = 4
die_h_um = 112
initial_core_util_pct = 41.5
rows = 39
die_w_um = 112

[cells in the mapped netlist (2+ instances only)]
library cell    n  area [µm²]
a211oi_1       13        97.6
a21o_1          2        15.0
a21oi_1        20         100
a221o_1         4        40.0
a22oi_1         5        37.5
and2_1          5        31.3
and3_1         10        62.6
and4_1          4        35.0
and4b_1         2        20.0
buf_2           3        15.0
clkbuf_1       22        82.6
dfxtp_1       101        2020
ha_1           13         163
inv_1          23        86.3
mux2i_1        15         150
nand2_1        54         203
nand3_1        30         150
nand4_1        12        75.1
nor2_1         76         285
nor3_1         31         155
nor4_1         11        68.8
o2111ai_1       2        17.5
o21ai_0        24         120
o221ai_1        3        26.3
o22a_1          2        17.5
o22ai_1         2        12.5
o31a_1          2        17.5
o32ai_1         2        17.5
or2_2           2        12.5
or3_1           8        50.1
xnor2_1        28         245
xor2_1         13         114
[through the flow]
stage,hold slack (ps),area (µm²)
global placement,436,4940
detailed placement,437,4940
floorplan,423,4800
[logic make-up after synthesis]
| group | count (synthesis) | synth area share [%] |
|---|---|---|
| AND/OR/NAND/NOR | 253 | 26.2 |
| XOR/XNOR | 43 | 8.52 |
| buffers and inverters | 51 | 4.14 |
| adder cells (fa/ha/maj) | 13 | 3.39 |
| AND-OR/OR-AND | 90 | 12.3 |
| flip-flops | 101 | 42.1 |
| multiplexers | 16 | 3.36 |
